File: ./design.v
module adder100i( 
                  input [99:0]  a, b,
                  input         cin,
                  output [99:0] cout,
                  output [99:0] sum );
    always @(*) begin
        for(int i = 0; i < 100; i++) begin
            if(!i) begin   
                if(!cin) begin  
                    if(a[i] == 0 && b[i] == 0) begin
                        sum[i] = 0;
                        cout[i] = 0;
                    end
                    else if((a[i] == 0 && b[i] == 1) || (a[i] == 1 && b[i] == 0)) begin
                        sum[i] = 1;
                        cout[i] = 0;
                    end
                    else begin
                        sum[i] = 0;
                        cout[i] = 1;
                    end
                end
                else begin  
                    if(a[i] == 0 && b[i] == 0) begin
                        sum[i] = 1;
                        cout[i] = 0;
                    end
                    else if((a[i] == 0 && b[i] == 1) || (a[i] == 1 && b[i] == 0)) begin
                        sum[i] = 0;
                        cout[i] = 1;
                    end
                    else begin
                        sum[i] = 1;
                        cout[i] = 1;
                    end
                end
            end
            else begin  
                if(!cout[i - 1]) begin  
                    if(a[i] == 0 && b[i] == 0) begin
                        sum[i] = 0;
                        cout[i] = 0;
                    end
                    else if((a[i] == 0 && b[i] == 1) || (a[i] == 1 && b[i] == 0)) begin
                        sum[i] = 1;
                        cout[i] = 0;
                    end
                    else begin
                        sum[i] = 0;
                        cout[i] = 1;
                    end
                end
                else begin  
                    if(a[i] == 0 && b[i] == 0) begin
                        sum[i] = 1;
                        cout[i] = 0;
                    end
                    else if((a[i] == 0 && b[i] == 1) || (a[i] == 1 && b[i] == 0)) begin
                        sum[i] = 0;
                        cout[i] = 1;
                    end
                    else begin
                        sum[i] = 1;
                        cout[i] = 1;
                    end
                end
            end
        end
    end
endmodule
File: ./run.sh
#!/bin/bash
# OpenROAD 26Q1-2900-gdf79404cd8, Yosys 0.63+post, stock flow scripts
make -C /OpenROAD-flow-scripts/flow DESIGN_CONFIG=/design/flow/config.mk WORK_HOME=/design/flow/orfs finish
File: ./config.mk
export PLATFORM = sky130hd
export DESIGN_NAME = adder100i
export DESIGN_NICKNAME = adder100i
export VERILOG_FILES = /design/flow/design.v
export SDC_FILE = /design/flow/constraint.sdc
export NUM_CORES = 4
export LEC_CHECK = 1
export CORE_AREA = 10 10 161 161
export DIE_AREA = 0 0 171 171
File: ./constraint.sdc
current_design adder100i

set clk_period 30.5
set clk_io_pct 0.2

create_clock -name clk0 -period $clk_period

set non_clock_inputs [all_inputs -no_clocks]
set_input_delay [expr $clk_period * $clk_io_pct] -clock clk0 $non_clock_inputs
set_output_delay [expr $clk_period * $clk_io_pct] -clock clk0 [all_outputs]
==> impl.org <==
#+TITLE: Flow metrics

** Outcome
- The run finished with clean final reports.

** STA
- Slew Limit Fails :: 0
- Setup repair after global routing missed its margin :: no
- Worst hold slack after final layout :: 13.27 ns
- Final hold viol count :: 0
- Final-report setup violation count :: 0
- Slew @ Worst Pin :: 0.578 ns
- Peak Freq :: 46.9 MHz
- The smallest clock period supported by the final layout is computed as 21.34 ns.
- Setup total negative slack on the finished layout was measured at 0 ns.
- Relative slew margins :: 61.0%
- Share of the clock period used by the worst path :: 70.0%

** Pwr
- The worst-case IR drop observed on VDD is 0.0000229 V.
- Overall power consumption :: 0.394 mW
- In this run, the clock network consumes 0% of the power.
- The leakage component of the power was reported as 5.93 nW.
- Power Density :: 34.1 mW/mm²
- The internal power of the cells totals 0.243 mW.
- Switch share :: 38.3%
- Sequential share of power :: 0%
- Sw power :: 0.151 mW
- Proportion of power drawn by combinational gates :: 100.0%

** Global routing
- Global-route wire length before repair :: 39400 µm
- Overall routing resource usage recorded by global route was 17.1%.
- Vias in the first global route :: 7455
- Largest net degree at the start of global routing :: 11
- The global route stage reports its total congestion overflow as 0.
- Antenna violations before repair :: 4

** Logic synthesis
- Post-synthesis sequential area ratio :: 0%
- Ranked by total cell area, the synthesized netlist is headed by ha_1 35%, inv_1 13%, mux2i_1 6.8%, xor2_1 6.6%, a21oi_1 5.9%.
- Fraction of synthesized cell area taken by the top area cell type :: 34.8%
- The mapped netlist covers 0.00718 mm².
- Avg Synthesized Cell Area :: 6.82 µm²
- In this run, distinct cell masters in the synthesized netlist total 52.
- Number of cells in Yosys stat :: 1053
- The synthesized netlist has a Yosys-reported chip area of 0.00718 mm².
- Looking at area per cell type in the netlist, the leader is ha_1.
- Number of standard cells after synthesis :: 1053
- Yosys Warn Count :: 1201

** Worst setup path
- The cell family contributing the most delay on the critical path is multiplexers.
- For this run, the slowest stage of the critical path takes 0.52 ns.
- The worst setup path is captured at a primary output.
- WP data arrival :: 15.24 ns
- Per the post-run analysis, buffers plus inverters along the critical path come to 3.
- The data required time reported for the critical path is 24.40 ns.
- Maximum fanout encountered on the critical timing path :: 10
- Element type at the critical path start :: input port
- Cell with the biggest individual delay on the critical path :: a311o_1
- Looking at the setup timing report, the critical path kind is input port to primary output.
- Most common cell type on the critical path :: mux2i_4

** Cells and area
- FF/Latch Area :: 0 µm²
- Final core utilization :: 51.1%
- Clock buffers :: 0
- Combinational gate area :: 0.00620 mm²
- After filler insertion, the fill cell instance count of the layout stands at 2208.
- Relative to the synthesized area, the layout overhead comes to 60.7%.
- The number of sequential cells reported for the layout is 0.
- Of the cells placed in the final design, the portion with a size suffix greater than 1 is 1.72%.

** Job
- OpenROAD warning count :: 132
- Number of max-cap violations :: 0

** Place
- Input/output buffers :: 401
- Weighted congestion at the end of routability-driven global placement :: 0.898
- According to the dpl log, the detail-placed design has an HPWL of 24800 µm.

** Clock tree
- The post-CTS hold buffer count recorded in the log is 0.
- Per the repair_timing log after CTS, setup buffers inserted total 0.
- After clock tree synthesis, the repair step resized 0 gates.

** Die
- In this run the standard cell core region covers 0.0226 mm².
- Number of ports placed on the die boundary :: 401
- Floorplan utilization :: 31.8%
- Horiz. Die Dim :: 171 µm
- The vertical die dimension reported for this design is 171 µm.
- The initialized floorplan defines 55 standard-cell rows.
- Chip area :: 0.0292 mm²

** Route
- Sum of routed wire length over all layers :: 26500 µm
- For this run, design rule violations remaining after detail routing come to 0.
- After detailed routing, the number of vias per cell comes to 4.43.
- Before antenna repair, the detailed router went through 4 iterations.
- After detailed routing, the average wire length per cell comes to 15.2 µm.
- Detailed routing inserted a total of 7701 vias.
- Once detail routing completed, the nets flagged for antenna violations numbered 0.
- The detailed router finished its first iteration with 253 violations.

** Min path
- The tightest min-delay check is of the input port to primary output type.
## power by group through the flow
stage / registers (mW) / logic (mW) / clock network (mW)
after CTS: 0 / 0.404 / 0
after global routing: 0 / 0.436 / 0.0000000132
final: 0 / 0.394 / 0.0000000132
## cell families (layout without fill, tap and decap cells)
group	count (synthesis)	in the layout	synth area share, %
AOI/OAI and AO/OA	183	183	13.7
buffers and inverters	262	659	13.8
muxes	66	66	10.6
other	0	3	0
xor gates and xnor gates	99	99	12.1
and+or+nand+nor	243	243	15.0
adders and majority gates	200	200	34.8
## worst paths after layout
check  slack (ns)  start  cells after the start       to
min         13.27    cin                      3   sum[0]
max          9.16   a[1]                     31  sum[97]
## cells in the final DEF, fill, tap and decap left out, types with 2 or more instances in the layout
cell type        Yosys  final
clkdlybuf4s50_1      0    401
inv_1              256    256
ha_1               200    200
nor2_1              95     95
nand2_1             93     93
a21oi_1             84     84
o21ai_0             72     72
xor2_1              54     54
mux2i_1             49     49
xnor2_1             45     45
o21ai_1              9      9
nor3_1               7      7
nand3_1              7      7
nand2b_1             6      6
mux2i_4              6      6
mux2_2               6      6
and3_1               6      6
and2_1               5      5
diode_2              0      3
nor2b_1              3      3
nor2_4               3      3
or2_1                3      3
mux2_4               3      3
o22ai_1              2      2
nand4_1              2      2
o221ai_1             2      2
a31oi_1              2      2
or3_4                2      2
inv_2                2      2
or3_1                2      2
a22oi_1              2      2
nor4_1               2      2
## cells in the mapped netlist, types with 2 or more instances
library cell / n
a31oi_1: 2
a21oi_1: 84
or3_4: 2
inv_1: 256
mux2_2: 6
nor2_1: 95
o21ai_1: 9
xor2_1: 54
a22oi_1: 2
mux2i_1: 49
and2_1: 5
nand4_1: 2
nor2_4: 3
or2_1: 3
inv_2: 2
ha_1: 200
nor4_1: 2
nand2_1: 93
mux2i_4: 6
nand3_1: 7
nor2b_1: 3
nor3_1: 7
o221ai_1: 2
o21ai_0: 72
clkbuf_1: 2
nand2b_1: 6
and3_1: 6
xnor2_1: 45
mux2_4: 3
or3_1: 2
o22ai_1: 2
## per-layer routing
metal	share of wire (%)	GRT usage [%]
met1	37	17.5
met2	50	32.1
met3	12	7.52
met4	1.2	2.19
met5	0.060	0
## layout make-up
type                            instances  area share [%]
Inverter                              258            8.39
Antenna cell                            3          0.0650
Tap cell                              285            3.09
Timing Repair Buffer                  401            34.8
Multi-Input combinational cell        791            53.7
## metrics by stage
| step | worst slack [ns] | area, µm² | instances |
|---|---|---|---|
| 2_1_floorplan | 11.08 | 7180 | 1053 |
| 3_3_place_gp | 9.35 | 11500 | 1735 |
| 3_5_place_dp | 9.18 | 11500 | 1735 |
| 4_1_cts | 9.17 | 11500 | 1735 |
| 5_1_grt | 8.55 | 11500 | 1738 |
| 6_report | 9.16 | 11500 | 1738 |
Power figures rest on the tool's default switching activity, not on a simulated workload.
