[design/flow/constraint.sdc]
current_design fast_counter

set clk_period 6.4
set clk_io_pct 0.2

create_clock -name clk0 -period $clk_period [get_ports {clk}]

set non_clock_inputs [all_inputs -no_clocks]
set_input_delay [expr $clk_period * $clk_io_pct] -clock clk0 $non_clock_inputs
set_output_delay [expr $clk_period * $clk_io_pct] -clock clk0 [all_outputs]
[design/flow/run.sh]
#!/bin/bash
# OpenROAD 26Q1-2900-gdf79404cd8, Yosys 0.63+post, stock flow scripts
make -C /OpenROAD-flow-scripts/flow DESIGN_CONFIG=/design/flow/config.mk WORK_HOME=/design/flow/orfs finish
[design/flow/config.mk]
export PLATFORM = sky130hd
export DESIGN_NAME = fast_counter
export DESIGN_NICKNAME = fast_counter
export VERILOG_FILES = /design/flow/design.v
export SDC_FILE = /design/flow/constraint.sdc
export NUM_CORES = 4
export LEC_CHECK = 1
export CORE_UTILIZATION = 40
export SYNTH_HDL_FRONTEND = slang
[design/flow/design.v]
module fast_counter #( parameter
  WIDTH = 8
)(
  input clk,
  input set,
  input [WIDTH-1:0] set_val,
  input dec,
  output [WIDTH-1:0] q,
  output q_is_zero
);
const logic [5:0][15:0] lsb_bits_init = { 16'b0000000000000001,
                                          16'b1000000000000000,
                                          16'b1111111100000000,
                                          16'b1111000011110000,
                                          16'b1100110011001100,
                                          16'b1010101010101010 };
logic [WIDTH-4-1:0] msb_bits = '0;
logic [5:0][15:0] lsb_bits = lsb_bits_init;
logic [16*6-1:0] lsb_bits_flat;
assign lsb_bits_flat[16*6-1:0] = lsb_bits;
    integer      i,j;
    always_ff @(posedge clk) begin
        if( set ) begin
            msb_bits[WIDTH-4-1:0] <= set_val[WIDTH-1:4];
            for( i=0; i<6; i++ ) begin
                for( j=0; j<16; j++ ) begin
                    lsb_bits[i][j] <= lsb_bits_init[i][(set_val[3:0]+j) % 16];
                end
            end
        end else if( dec ) begin
            if( lsb_bits[5][0] ) begin
                msb_bits[WIDTH-4-1:0] <= msb_bits[WIDTH-4-1:0] - 1'b1;
            end
            for( i=0; i<6; i++ ) begin
                for( j=0; j<16; j++ ) begin
                    if( j==0 ) begin
                        lsb_bits[i][j] <= lsb_bits[i][15];
                    end else begin
                        lsb_bits[i][j] <= lsb_bits[i][j-1];
                    end
      end
    end
  end
end
assign q[WIDTH-1:4] = msb_bits[WIDTH-4-1:0];
assign q[3] = lsb_bits[3][0],
       q[2] = lsb_bits[2][0],
       q[1] = lsb_bits[1][0],
       q[0] = lsb_bits[0][0];
assign q_is_zero = ~|q[WIDTH-1:0];
endmodule
==> out/qor.csv <==
metric,value,unit
cts.clk_slew.worst_paths,0.11,ns
critical_path_required,5.12,ns
asyncSetResetFlopFracSynth,0,
ioPinCount,20,
enable_flop_cells,84,
p_int,889,uW
yosys_warnings,0,
yosys.cell_count.top_type,sky130_fd_sc_hd__edfxtp_1,
flop_cell,sky130_fd_sc_hd__edfxtp_1,
ys_sh_simple,0.0528,
grt_pass1_vias,2110,
synth.logic.top_family,AND-OR/OR-AND gates,
worst_path_largest_cell_delay,0.45,ns
mappedNetlistArea,0.00393,mm^2
die-height,101,um
seqCellArea,0.00252,mm^2
finalWorstPathRequiredPeriod,3.09,ns
clock_sink_count,84,
max_vdd_drop,0.000127,V
finalSetupViolCount,0,
synth-seq-area-share,0.642,
cts_setup_buffers,0,
fin_crit_sh,0.482,
placeableCoreArea,0.00937,mm^2
dp_hpwl,4100,um
max-slew-margin-rel,0.507,
layout.area.comb,0.00104,mm^2
timing.setup.critical_path_class,reg -> out,
slew_viol_final,0,
globalRouteTotalUtil,0.143,
min-delay-path-class,reg -> reg,
power.share.sequential,0.584,
fmax,324,MHz
clock_power_share,0.310,
tritoncts,yes,
route.detailed.vias_per_inst,4.78,
syn-mean-instance-area,12.0,um^2
synth.top_cell.area_share,0.642,
xor_share,0.0283,
ctsLongestPathBuffers,2,
tightest_slew,0.739,ns
fp.dieW,101,um
setup.worst_path.start_class,flop,
grt_setup_unrepaired,no,
worstPathCellList,nor4_1 -> and4_1 -> clkdlybuf4s50_1,
post_detailed_routing_wire_length,6380,um
number_of_standard_cells_reported_by_yosys,327,
avgRoutedWirePerCell,13.5,um
final_antenna_net_count,0,
drc,0,
core.rowCount,35,
post_synth_inst_count,327,
timing.critical_path.buf_inv,1,
route.antenna.diode_count,0,
report.final.hold_viol_count,0,
grt_first_pass_wirelength,10500,um
post_synth_main_area_contributors,"sky130_fd_sc_hd__edfxtp_1 (64%), sky130_fd_sc_hd__o21ai_0 (6.9%), sky130_fd_sc_hd__inv_1 (6.4%), sky130_fd_sc_hd__ha_1 (4.8%), sky130_fd_sc_hd__nand2_1 (2.1%)",
holdBufCountCts,0,
floorplan.initialDensity,0.419,
compound_area_frac,0.121,
routed-via-count,2264,
cts.repair.resized,0,
crit_family,simple AND/OR/NAND/NOR gates,
synth_cell_types,33,
worst_hold_slack,0.522,ns
synth.cells.most_frequent,"sky130_fd_sc_hd__edfxtp_1 (84), sky130_fd_sc_hd__inv_1 (67), sky130_fd_sc_hd__o21ai_0 (54)",
yosysChipArea,0.00393,mm^2
largest_net_degree_at_the_start_of_global_routing,65,
end_kind,output pin,
synthToLayoutAreaGrowth,11.4,%
synth_flops,84,
largest_area_cell,sky130_fd_sc_hd__edfxtp_1,
cts_bufs_inserted,9,
fill_cells,861,
routabilityCongestion,0.749,
p_leak,0.00176,uW
timing.critical_path.slowest_stage_cell,sky130_fd_sc_hd__clkdlybuf4s50_1,
port_buffers,19,
grt_remaining_overflow,0,
final.setup_skew,0.0127,ns
layout-drive-gt1-share,0.0928,
cts_htree_levels,3,
detail_route.first_pass.iterations,4,
synth-adder-area-share,0.0478,
setup_total_negative_slack,0,ns
critical_path.max_fanout,3,
warnings,36,
design.die.area,0.0102,mm^2
detailedRoute.firstIterationViolations,104,
clock_latency,0.35,ns
grt_antenna_before_repair,0,
arrival,1.81,ns
sw_frac_of_total,0.257,
outcome,"complete, no violations",
cap_viol_max_count,0,
muxShareOfSynthArea,0.0143,
pwr-share-comb,0.106,
clk_root_buffer_cell,sky130_fd_sc_hd__clkbuf_8,
power-per-cell-area,273,mW/mm^2
total_switching_power,307,uW
-- per-stage QoR --
stage	cell area (um^2)	instances	setup WS, ns	utilization	total power [uW]
floorplan	3930	327	3.40	-	796
global placement	4180	458	3.09	0.446	837
detailed placement	4180	458	3.07	0.446	838
CTS	4380	474	3.27	0.467	1210
global route	4380	474	3.22	0.467	1260
finish	4380	474	3.31	0.467	1200
-- power groups by stage --
stage	clock network [uW]	registers, uW	logic, uW
6_report	371	698	127
5_1_grt	409	705	147
4_1_cts	384	698	129
-- placed cells by master, fill, tap and decap left out, drive strengths merged, types with 3 or more instances in the layout --
master,instances
nand2b,4
o21a,7
nor2b,3
nand2,22
inv,71
clkinv,3
mux2,5
xnor2,8
clkdlybuf4s50,18
clkbuf,9
o21ai,54
buf,3
o22ai,11
edfxtp,84
a21oi,6
ha,15
xor2,3
nor2,4
-- state kept, by name, indices dropped and copies added (netlist names) --
signal	flops
lsb_bits	76
msb_bits	4
q	4
-- cell type report --
type,count,share of cell area
repair buffers,21,0.0463
inverters,67,0.0574
flip-flops and latches,84,0.576
clock buffers,9,0.0283
well taps,129,0.0369
multi-input cells,157,0.238
clock inverters,7,0.0174
-- final timing paths --
check	from	endpoint	slack [ns]	cells after the start
max	q[3]	q_is_zero	3.31	3
min	lsb_bits[38]	lsb_bits[39]	0.52	1
max reg2reg	msb_bits[2]	msb_bits[3]	5.10	3
min reg2reg	lsb_bits[38]	lsb_bits[39]	0.52	1
-- cell families (layout without fill, tap and decap cells) --
| kind of cell | after synthesis | count (layout) |
|---|---|---|
| buffers and inverters | 86 | 104 |
| flip-flops | 84 | 84 |
| AND-OR/OR-AND | 83 | 83 |
| AND/OR/NAND/NOR | 43 | 43 |
| adder cells (fa/ha/maj) | 15 | 15 |
| XOR/XNOR | 11 | 11 |
| multiplexers | 5 | 5 |
-- routing by layer --
layer  up-vias  global-route usage  wire (um)
met5         -                   0          0
met3         2              0.0451        338
met1      1074               0.253       3320
met2        50               0.197       2690
met4         0              0.0156         39
li1       1138                   -          -
Power is estimated from default activity; no workload was simulated.
